## constraint.sdc

```tcl
current_design q6

set clk_period 1.1
set clk_io_pct 0.2

create_clock -name clk0 -period $clk_period [get_ports {clk}]

set non_clock_inputs [all_inputs -no_clocks]
set_input_delay [expr $clk_period * $clk_io_pct] -clock clk0 $non_clock_inputs
set_output_delay [expr $clk_period * $clk_io_pct] -clock clk0 [all_outputs]
```

## run.sh

```bash
#!/bin/bash
# OpenROAD 26Q1-2900-gdf79404cd8, Yosys 0.63+post, stock flow scripts
make -C /OpenROAD-flow-scripts/flow DESIGN_CONFIG=/design/flow/config.mk WORK_HOME=/design/flow/orfs finish
```

## config.mk

```make
export PLATFORM = sky130hd
export DESIGN_NAME = q6
export DESIGN_NICKNAME = q6
export VERILOG_FILES = /design/flow/design.v
export SDC_FILE = /design/flow/constraint.sdc
export NUM_CORES = 4
export LEC_CHECK = 1
export CORE_AREA = 10 10 70 70
export DIE_AREA = 0 0 80 80
```

## design.v

```verilog
module q6 (
  input clk,
  input reset,
  input in,
  output reg out
);
parameter s0 = 0, s1 = 1, s2 = 2, s3 = 3, s4 = 4;
reg[2:0] state,next_state;
always@(posedge clk)begin
  if(reset)begin
    state <= s0;
  end
  else begin
    state <= next_state;
  end
end
always@(state or in)begin
  case(state)
    s0:begin
      out = 0;
      if(in) next_state = s1;
      else next_state = s0;
    end
    s1:begin
        out = 0;
        if(in) next_state = s1;
        else next_state = s2;
    end
    s2:begin
      out = 0;
      if(in) next_state = s3;
      else next_state = s0;
    end
    s3:begin
      out = 0;
      if(in) next_state = s4;
      else next_state = s2;
    end
    s4:begin
        out = 1;
        if(in) next_state = s1;
        else next_state = s2;
    end
    default:begin
      next_state = s0;
    end
  endcase
  end
endmodule
```

==> results.yml <==
# synthesis and place-and-route metrics
clocking:
  post_cts.resized_instances: 0
  later_pin_clock_latency_in_the_skew_report_ns: 0.24
  cts_tree: "done"
  cts-htree-levels: 1
  ctsRootBufferMaster: "sky130_fd_sc_hd__clkbuf_4"
  path_clk_slew_ns: 0.05
  cts_setup_buffers: 0
  cts-buffers-inserted: 3
  clk_path_buf_depth: 2
  hold_buffers: 0
synthesis:
  yosysWarnings: 1
  post-synth-top-area-cell: "sky130_fd_sc_hd__dfxtp_1"
  yosys_area_um2: 178
  yosysTopAreaCellShare: 0.563
  ys_cells: 15
  post_synth_main_area_contributors: "sky130_fd_sc_hd__dfxtp_1 (56%), sky130_fd_sc_hd__and3b_1 (9.9%), sky130_fd_sc_hd__dlxtn_1 (8.5%)"
  syn_area_um2: 178
  syn_avg_cell_area_um2: 11.8
  post_synth_inst_count: 15
  ys_ff: 6
  netlist-cell-type-count: 9
drt:
  post_drt_via_cell_ratio: 2.01
  detailroute.via_count: 139
  detail-route-antenna-nets: 0
  drt_first_iter_violations: 10
  route.detailed.wl_per_inst_um: 5.46
  route.final.wire_length_um: 377
  drt_pre_antenna_iters: 2
  remaining_drc_errors: 0
timing:
  setup_viol: 0
  timing.final.crit_period_ns: 0.816
  worst_slew_pin_slew_ns: 0.186
  finalMaxSlewViolations: 0
  final_min_period_over_clock_period: 0.742
  timing.final.hold_violations: 0
  unclocked_pins: 1
  unconstrained_endpoints: 2
  grt_setup_unrepaired: "false"
  fmax_ghz: 1.23
  timing.setup.tns_ns: 0
  fin_hold_ws_ns: 0.479
  max-slew-margin-rel: 0.875
  skew_ns: 0.00384
run_status:
  status: "finished clean"
setup_path:
  timing.critical_path.cells: "clkdlybuf4s50_1 > and3b_1"
  regToRegSetupSlack_ns: 0.39
  timing.critical_path.slowest_cell_delay_ns: 0.53
  critPathTopFamily: "buffers and inverters"
  worstReg2RegEnd: "state[2]"
  worst_path_max_delay_cell: "sky130_fd_sc_hd__clkdlybuf4s50_1"
  cp-startpoint: "reset"
  critical_path.max_fanout: 5
  setup.worst_path.class: "in2reg"
  buf_inv_on_cp: 1
  cp_data_arrival_time_ns: 0.95
  termination_of_the_worst_setup_path: "state[1]"
  start_kind: "input port"
  worstSetupPathDepth: 2
  worstReg2RegStart: "state[3]"
  worstRegToRegCells: 2
  end_kind: "register"
  worst_ep_required_time_ns: 1.24
global_routing:
  grt_pass1_wl_um: 676
  grt_max_degree: 6
  antenna_found_initial: 0
  number_of_global_route_vias_before_repair: 137
  grt_overflow: 0
  groute.usage.overall: 0.0151
place:
  detailedPlacementHpwl_um: 272
  postPlaceCellArea_um2: 265
  globalplace.congestion: 0.705
  port-buffer-count: 3
floorplan:
  die-height_um: 80
  pin_count: 4
  core_util_floorplan: 0.0520
  floorplan.core_area_mm2: 0.00342
  die_width_um: 80
  die-area_mm2: 0.00640
  floorplan.rows: 21
job:
  log.warning_count: 25
  cap_violations: 0
power_and_ir_drop:
  p_leak_nw: 0.104
  power.ir.vdd_worst_mv: 0.293
  power.density_cell_area_mw_per_mm2: 1480
  power_mw: 0.434
min_path:
  min_path_type: "reg2reg"
finish:
  drive_above_1_share: 0.182
  final_area_um2: 294
  layout.core_utilization: 0.0861
  area_delta_synth_final_pct: 65.5
## sequential cells by signal, indices dropped and copies added, names as in the netlist
name and cells:
out 1, state 5
## how the worst min path moves through the flow
stage,startpoint,endpoint,slack (ns),depth (start not counted)
CTS,state[2],state[4],0.48,1
global route,state[2],state[4],0.50,1
finish,state[2],state[4],0.48,1
## routing by layer
metal / GRT usage / wire, µm / up-vias
li1: - / - / 67
met1: 0.0141 / 155 / 64
met2: 0.0144 / 118 / 8
met3: 0.0273 / 103 / 0
met4: 0.00352 / 0 / 0
met5: 0 / 0 / -
## layout by cell type, fill, tap and decap left out
| cell | Yosys | layout |
|---|---|---|
| sky130_fd_sc_hd__dfxtp_1 | 5 | 5 |
| sky130_fd_sc_hd__clkbuf_4 | 0 | 3 |
| sky130_fd_sc_hd__clkdlybuf4s50_1 | 0 | 3 |
| sky130_fd_sc_hd__nor3_1 | 2 | 2 |
| sky130_fd_sc_hd__and3b_1 | 2 | 2 |
| sky130_fd_sc_hd__diode_2 | 0 | 1 |
| sky130_fd_sc_hd__nor3_2 | 1 | 1 |
| sky130_fd_sc_hd__nor3b_1 | 1 | 1 |
| sky130_fd_sc_hd__nor2_1 | 1 | 1 |
| sky130_fd_sc_hd__o21bai_1 | 1 | 1 |
| sky130_fd_sc_hd__and2_1 | 1 | 1 |
| sky130_fd_sc_hd__clkbuf_1 | 0 | 1 |
| sky130_fd_sc_hd__dlxtn_1 | 1 | 1 |
## per-stage QoR
step | setup slack [ns] | std cells
global route | 0.233 | 68
detailed placement | 0.0337 | 64
global placement | 0.0523 | 64
CTS | 0.286 | 68
floorplan | 0.461 | 15
finish | 0.284 | 69
## synth_stat cells
| library cell | number |
|---|---|
| sky130_fd_sc_hd__dfxtp_1 | 5 |
| sky130_fd_sc_hd__and3b_1 | 2 |
| sky130_fd_sc_hd__nor3_1 | 2 |
| sky130_fd_sc_hd__and2_1 | 1 |
| sky130_fd_sc_hd__dlxtn_1 | 1 |
| sky130_fd_sc_hd__nor2_1 | 1 |
| sky130_fd_sc_hd__nor3_2 | 1 |
| sky130_fd_sc_hd__nor3b_1 | 1 |
| sky130_fd_sc_hd__o21bai_1 | 1 |
## power breakdown
group	total [mW]	leakage [nW]	switching, mW	internal, mW
sequential	0.194	0.0485	0.00348	0.190
combinational	0.0246	0.0408	0.00980	0.0148
clock	0.216	0.0150	0.0783	0.137
total	0.434	0.104	0.0916	0.343
## cells by family (layout without fill, tap and decap cells)
| family | Yosys count | after routing | synth area share |
|---|---|---|---|
| latches | 1 | 1 | 0.0845 |
| buffers and inverters | 0 | 7 | 0 |
| flip-flops | 5 | 5 | 0.563 |
| AND-OR/OR-AND | 1 | 1 | 0.0423 |
| other | 0 | 1 | 0 |
| AND/OR/NAND/NOR | 8 | 8 | 0.310 |
## cell type report
| type | count | area (µm²) |
|---|---|---|
| clock buffer | 4 | 26.3 |
| sequential | 6 | 115 |
| multi-input combinational | 9 | 62.6 |
| antenna | 1 | 2.50 |
| tap | 46 | 57.6 |
| timing repair buffer | 3 | 30.0 |
| fill | 407 | 3120 |
No activity file was given, so power comes from the tool's default toggle rates.
