==> design.v <==
module q4(
    output reg out,
    output reg [3:0] count,
    input wire clk,
    input wire reset
);
always @(posedge clk) begin
    if (reset==1) begin
        out = 1'b0;
        count = 4'b0;
    end
    if (count == 15) begin
        count <= 0;
        out <= 0;
    end else begin
        count <= count + 3;
        if (count == 9) begin
            out <= 1;
        end
    end
end
endmodule
==> run.sh <==
#!/bin/bash
# OpenROAD 26Q1-2900-gdf79404cd8, Yosys 0.63+post, stock flow scripts
make -C /OpenROAD-flow-scripts/flow DESIGN_CONFIG=/design/flow/config.mk WORK_HOME=/design/flow/orfs finish
==> config.mk <==
export PLATFORM = sky130hd
export DESIGN_NAME = q4
export DESIGN_NICKNAME = q4
export VERILOG_FILES = /design/flow/design.v
export SDC_FILE = /design/flow/constraint.sdc
export NUM_CORES = 4
export LEC_CHECK = 1
export CORE_AREA = 10 10 70 70
export DIE_AREA = 0 0 80 80
==> constraint.sdc <==
current_design q4

set clk_period 2.1
set clk_io_pct 0.2

create_clock -name clk0 -period $clk_period [get_ports {clk}]

set non_clock_inputs [all_inputs -no_clocks]
set_input_delay [expr $clk_period * $clk_io_pct] -clock clk0 $non_clock_inputs
set_output_delay [expr $clk_period * $clk_io_pct] -clock clk0 [all_outputs]
==> run summary <==
This memo summarizes the results of the implementation run.

Status
The flow ran to the end, and the final reports show no timing, DRC or antenna violations.

Die
Per the OpenROAD floorplan log, the area of the die is 6400 µm². From left edge to right edge, the die measures 80 µm. The starting utilization of the core area is 7.62%. The count of standard-cell rows is 21. The height of the die is 80 µm. The area of the core is approximately 3400 µm². 7 I/O pins were placed.

Final timing
The worst path needs 1.76 ns of the cycle, external delays included. The transition time recorded at the tightest slew-check pin is roughly 0.26 ns. The worst-case headroom to the max-slew limit is between 80% and 90%. The count of endpoints failing setup in the final report is 0.

The total negative slack for setup checks is 0 ns. The final-report hold violation count is 0. Setup repair after global routing left no endpoint under its margin. Post-route period utilization is reported as 83.7%. The top achievable clock speed is 569 MHz.

The minimum hold slack is 0.508 ns. In the final report, the number of pins over their slew limit comes to 0. The worst-case clock skew is 0.00265 ns.

Pwr
The power density over the cells is 765 nW/µm². The analysis attributes to cell leakage a power of about 0.17 nW. The maximum VDD drop is 0.170 mV.

Layout
Compared with the post-synthesis result, the final layout area differs by 61.1%. Per the layout report, the design carries 395 filler cells. The most common logic cells in the final layout are sky130_fd_sc_hd__clkdlybuf4s50_1 (6), sky130_fd_sc_hd__dfxtp_1 (5), sky130_fd_sc_hd__ha_1 (3), sky130_fd_sc_hd__clkbuf_4 (3). The most used logic cell in the final layout is sky130_fd_sc_hd__clkdlybuf4s50_1. The share of layout cells above drive strength 1 is between 20% and 30%. The sequential cell area is between 100 and 150 µm². The area used by multi-input combinational logic is 153 µm².

Job
Across all stage logs, warnings added up to 27. The reported max-cap violation count is 0.

Yosys
The synthesis report lists the Yosys warning total as 1. The number of storage elements in the synthesis netlist is 5. For reference, the post-synthesis area per instance comes to 10.0 µm². Counting every instance in the synthesized netlist gives 26. The synthesized netlist contains 17 unique library cells. The proportion of synthesized chip area in sequential cells is 38.5%. After synthesis, the chip area reported by Yosys is 260 µm².

Summing every instance area after synthesis gives 260 µm². The cell total in the yosys stat output is 26. The synthesized design devotes to its leading area cell type 38.5% of total area. By area the synthesized netlist is led by sky130_fd_sc_hd__dfxtp_1 (38%), sky130_fd_sc_hd__ha_1 (14%), sky130_fd_sc_hd__nand2b_1 (4.8%), sky130_fd_sc_hd__nor4_2 (4.8%), sky130_fd_sc_hd__a21bo_2 (3.8%). The biggest area contributor in the post-synthesis netlist is sky130_fd_sc_hd__dfxtp_1.

GRT
The number of antenna violations at the first check in global routing is 0. The aggregate global-route resource usage is 1.83%. The largest net degree at the start of global routing is 9. The via count of the first global-routing pass is 224. The first global-routing pass estimated 966 µm of wire. For this run the aggregate overflow at the end of global routing stands at 0.

CTS
The cell at the root of the clock tree is sky130_fd_sc_hd__clkbuf_4. The number of H-tree levels is 1. The number of clock sinks is 5. After clock tree synthesis, the setup repair step added 0 buffers.

On the worst setup and hold paths after CTS, the clock-pin slew comes to roughly 0.04 ns. The CTS report gives the tree buffer count as 3. The insertion delay of the later-clocked pin in the worst-skew pair is around 0.24 ns. The count of hold buffers inserted by post-cts repair is 0. TritonCTS built the clock tree.

The number of buffers between clock root and the deepest sink is 2. The number of gates resized after cts is 0.

Routing
The total DRC errors in the routed layout is 0. The number of antenna diodes is 0. For this sky-water flow run, the detailed-routed wirelength per cell is reported as 6.83 µm. The starting DRC count in detailed routing is 4. The aggregate routed wire length is 574 µm. For this block, the via count after detailed routing is between 200 and 250. Once detail routing completed, the nets flagged for antenna violations numbered 0.

The average vias per placed instance is between 2 and 3. The length of the first detailed-routing pass in iterations is 4.

Placement
The routability congestion estimate is 0.709. Input and output buffers added on the ports amount to 6. The sum of net half-perimeters after detailed placement is 434 µm.

Critical path
The data arrival time of the critical path is 1.91 ns. The worst setup path is captured at a flop. The startpoint of the worst register-to-register path is count[0]$_SDFF_PN0_. The critical path is of the primary input to flop type. The largest fanout on the critical path is 4.

The most critical setup path has its startpoint at reset. The critical path launch point type is a primary input. The OpenROAD report gives the critical path a required time of 2.26 ns.

Hold path
The start point of the worst hold path is out$_SDFFE_PN0P_. The min-delay analysis places its worst path in the category flop to flop.
[per-stage QoR]
step	total power [mW]	cells	worst slack [ns]	instance area (µm²)	utilization, %
after detailed placement	0.213	80	0.0948	393	11.5
after CTS	0.325	84	0.340	419	12.3
final	0.321	84	0.342	419	12.3
after global placement	0.212	80	0.111	393	11.5
after global routing	0.347	84	0.241	419	12.3
after floorplan	0.164	26	0.720	260	-
[flip-flops by register name, indices dropped and copies added, names as in the netlist]
| name | flops |
|---|---|
| count | 4 |
| out | 1 |
[logic make-up after synthesis]
logic type,count (synthesis),share of synthesized area [%]
mux,1,3.85
fa+ha+maj,3,14.4
simple gates,9,23.1
flops,5,38.5
buf+inv,2,2.89
compound gates,6,17.3
[path summary, 6_finish.rpt]
path | slack [ns] | depth (start not counted) | to
hold / removal | 0.51 | 2 | out$_SDFFE_PN0P_
hold reg to reg | 0.51 | 2 | out$_SDFFE_PN0P_
setup reg to reg | 0.64 | 5 | count[3]$_SDFF_PN0_
setup / recovery | 0.34 | 6 | count[3]$_SDFF_PN0_
[cell type report]
cell class,instances,area share [%]
inverters,2,1.79
multi-input cells,19,36.4
clock buffers,4,6.27
flip-flops and latches,5,23.9
well taps,46,13.7
repair buffers,8,17.9
[synthesized netlist by cell type]
master                     instances
sky130_fd_sc_hd__a21bo_2           1
sky130_fd_sc_hd__inv_1             2
sky130_fd_sc_hd__o32ai_1           1
sky130_fd_sc_hd__o311a_1           1
sky130_fd_sc_hd__nor2_1            1
sky130_fd_sc_hd__or2b_1            1
sky130_fd_sc_hd__nor2b_1           1
sky130_fd_sc_hd__nand2b_1          2
sky130_fd_sc_hd__nor4_2            1
sky130_fd_sc_hd__and2_1            1
sky130_fd_sc_hd__a21oi_1           2
sky130_fd_sc_hd__a31oi_1           1
sky130_fd_sc_hd__ha_1              3
sky130_fd_sc_hd__or2_2             1
sky130_fd_sc_hd__mux2i_1           1
sky130_fd_sc_hd__dfxtp_1           5
sky130_fd_sc_hd__nor3_1            1
[worst max-delay path: stages]
cell and delay [ns]:
sky130_fd_sc_hd__clkdlybuf4s50_1 0.51, sky130_fd_sc_hd__or2b_1 0.14, sky130_fd_sc_hd__inv_1 0.06, sky130_fd_sc_hd__ha_1 0.24, sky130_fd_sc_hd__o311a_1 0.31, sky130_fd_sc_hd__nor4_2 0.23
[power by group]
| part | leakage, nW | switching (mW) | internal [mW] |
|---|---|---|---|
| registers | 0.0417 | 0.0223 | 0.111 |
| clock network | 0.0150 | 0.0383 | 0.0718 |
| logic | 0.109 | 0.0237 | 0.0532 |
| total | 0.166 | 0.0843 | 0.236 |
[layer usage]
metal	global-route usage (%)	wire, µm
met1	2.07	247
met2	2.41	212
met3	1.48	94
met4	0.880	19
met5	0	0
Power figures rest on the tool's default switching activity, not on a simulated workload.
