--- design/flow/config.mk ---
export PLATFORM = sky130hd
export DESIGN_NAME = ALU
export DESIGN_NICKNAME = ALU
export VERILOG_FILES = /design/flow/design.v
export SDC_FILE = /design/flow/constraint.sdc
export NUM_CORES = 4
export LEC_CHECK = 1
export CORE_AREA = 10 10 70 70
export DIE_AREA = 0 0 80 80
--- design/flow/run.sh ---
#!/bin/bash
# OpenROAD 26Q1-2900-gdf79404cd8, Yosys 0.63+post, stock flow scripts
make -C /OpenROAD-flow-scripts/flow DESIGN_CONFIG=/design/flow/config.mk WORK_HOME=/design/flow/orfs finish
--- design/flow/constraint.sdc ---
current_design ALU

set clk_period 3.3
set clk_io_pct 0.2

create_clock -name clk0 -period $clk_period

set non_clock_inputs [all_inputs -no_clocks]
set_input_delay [expr $clk_period * $clk_io_pct] -clock clk0 $non_clock_inputs
set_output_delay [expr $clk_period * $clk_io_pct] -clock clk0 [all_outputs]
--- design/flow/design.v ---
module Enable(Aout,Bout,A,B,Ein);
    input [3:0] A;
    input [3:0] B;
    input Ein;
    output [3:0] Aout;
    output [3:0] Bout;
    and g1(Aout[3],A[3],Ein);
    and g2(Aout[2],A[2],Ein);
    and g3(Aout[1],A[1],Ein);
    and g4(Aout[0],A[0],Ein);
    and g5(Bout[3],B[3],Ein);
    and g6(Bout[2],B[2],Ein);
    and g7(Bout[1],B[1],Ein);
    and g8(Bout[0],B[0],Ein);
endmodule
module fullAdder(Cout,S,A,B,Cin);
    input A,B,Cin;
    output Cout,S;
    wire S1out,C1out,C2out;
    xor g1(S1out,A,B);
    xor g2(S,S1out,Cin);
    and g3(C1out,A,B);
    and g4(C2out,S1out,Cin);
    or g5(Cout,C1out,C2out);
endmodule
module AdderSubtractor(Sum,Carry,A,B,M);
    input [3:0] A;
    input [3:0] B;
    input M;
    output [3:0] Sum;
    output Carry;
    wire Cout0,Cout1,Cout2;
    wire B3,B2,B1,B0;
    xor g1(B0,M,B[0]);
    xor g2(B1,M,B[1]);
    xor g3(B2,M,B[2]);
    xor g4(B3,M,B[3]);
    fullAdder S0(Cout0,Sum[0],A[0],B0,M);
    fullAdder S1(Cout1,Sum[1],A[1],B1,Cout0);
    fullAdder S2(Cout2,Sum[2],A[2],B2,Cout1);
    fullAdder S3(Carry,Sum[3],A[3],B3,Cout2);
endmodule
module Comparator(Greater,Equal,Less,A,B,En);
    input [3:0] A;
    input [3:0] B;
    input En;
    output Greater,Equal,Less;
    wire gt3,gt2,gt1,gt0,eq3,eq2,eq1,eq0,ls3,ls,ls1,ls0;
    wire b3c,b2c,b1c,b0c;
    wire tempLess;
    xnor g1(eq3,A[3],B[3]);
    xnor g2(eq2,A[2],B[2]);
    xnor g3(eq1,A[1],B[1]);
    xnor g4(eq0,A[0],B[0]);
    not g5(b3c,B[3]);
    not g6(b2c,B[2]);
    not g7(b1c,B[1]);
    not g8(b0c,B[0]);
    and g9(gt3,A[3],b3c);    
    and g10(gt2,A[2],b2c,eq3);
    and g11(gt1,A[1],b1c,eq3,eq2);
    and g12(gt0,A[0],b0c,eq3,eq2,eq1);
    or g13(tempGreater,gt0,gt1,gt2,gt3);
    and g14(Equal,eq0,eq1,eq2,eq3,En);
    and g15(Greater,tempGreater,En);
    nor g16(tempLess,Greater,Equal);
    and g17(Less,tempLess,En);
endmodule
module And(Out,A,B);
    input [3:0] A;
    input [3:0] B;
    output [3:0] Out;
    and g1(Out[3],A[3],B[3]);    
    and g2(Out[2],A[2],B[2]);
    and g3(Out[1],A[1],B[1]);
    and g4(Out[0],A[0],B[0]);
endmodule
module Decoder(D,S);
    input [1:0] S;
    output [3:0] D;
    wire Sc0,Sc1;
    not g1(Sc0,S[0]);
    not g2(Sc1,S[1]);
    and g3(D[0],Sc0,Sc1);
    and g4(D[1],S[0],Sc1);
    and g5(D[2],Sc0,S[1]);
    and g6(D[3],S[0],S[1]);
endmodule
module ALU(CarryOut,Out,A,B,S);
    output CarryOut;
    output [3:0] Out;
    input [3:0] A;
    input [3:0] B;
    input [1:0] S;
    wire [3:0] SumAdd;
    wire Greater,Equal,Less;
    wire [3:0] OutAnd;
    wire [3:0] D;
    wire [3:0] AinAdd;
    wire [3:0] BinAdd;
    wire [3:0] AinComp;
    wire [3:0] BinComp;
    wire [3:0] AinAnd;
    wire [3:0] BinAnd;
    wire t1;
    Decoder D1(D,S);
    or g1(t1,D[0],D[1]);
    Enable eAnd(AinAnd,BinAnd,A,B,D[3]);
    Enable eComp(AinComp,BinComp,A,B,D[2]);
    Enable eAdd(AinAdd,BinAdd,A,B,t1);
    AdderSubtractor adder(SumAdd,CarryOut,AinAdd,BinAdd,D[1]);
    Comparator comp(Greater,Equal,Less,AinComp,BinComp,D[2]);
    And A1(OutAnd,AinAnd,BinAnd);
    or g2(Out[0],SumAdd[0],Equal,OutAnd[0]);
    or g3(Out[1],SumAdd[1],Less,OutAnd[1]);
    or g4(Out[2],SumAdd[2],Greater,OutAnd[2]);
    or g5(Out[3],SumAdd[3],OutAnd[3]);
endmodule
==> flow_results.org <==
* Implementation run

** Synth
- For this design, Yosys synthesis ends with a cell count of 54.
- The synthesis report lists the Yosys warning total as 1.
- Synth Instances :: approximately 54
- The mapped netlist covers ~380 µm².
- Summed over its instances, the top area cell type makes up 15.8% of the synthesized netlist area.
- Mean instance size in the synthesized netlist :: ~7 µm²
- AND/OR/NAND/NOR Cells, Area Fraction :: between 30% and 40%
- Synth Seq Share :: 0%
- Sorting the synthesized cells by area gives the leading types as sky130_fd_sc_hd__fa_1 16%, sky130_fd_sc_hd__ha_1 13%, sky130_fd_sc_hd__nand2_1 11%, sky130_fd_sc_hd__and2_1 6.6%, sky130_fd_sc_hd__inv_1 4.9%.
- In this run, the synthesized area fraction spent on adder and majority cells is recorded as between 20% and 30%.
- The synthesized netlist contains 25 unique library cells.
- Summing the areas of all compound-gate instances in the mapped netlist gives between 15 and 20% of the synthesized area.
- The largest total area in the synthesized netlist belongs to sky130_fd_sc_hd__fa_1.
- Chip area line of the yosys report :: 380 µm²
- Area share of xor/xnor cells in the synthesized design :: 6.91%
- Post-synthesis mux area share :: ~2.6%
- Among the non-sequential cells, simple AND/OR/NAND/NOR gates take the most area.

** Placed design
- Detailed placement ended at an HPWL of 948 µm.
- Count of input and output buffers :: 15
- Worst slack at placement :: -579 ps
- Per the gpl log, the routability congestion estimate is around 0.75.
- Placed cell count :: 123

** Floorplanning
- Floorplan die height :: around 80 µm
- The floorplan step records an initial core utilization of between 10 and 15%.
- Rows :: 21
- Count of pins on the block boundary :: 15
- According to the floorplan report, the die width is around 80 µm.
- After floorplanning, the die was sized to cover between 0.006 and 0.007 mm².
- Placeable core region :: 0.00342 mm²

** Route
- Post-detailed-route DRC marker count :: 0
- The routed design has around 1100 µm of wire.
- In this run, the number of DRC markers left after iteration 0 of detailed routing was 6.
- Per-cell via count in the routed design :: about 3.6
- DR pass1 iterations :: 4
- Per the detail_route report, the via count comes to roughly 450.
- Number of nets with antenna violations after detailed routing :: 0
- Diode insertion count for antenna repair :: 0
- DR WL/cell :: about 9 µm

** Power and ir drop
- Leakage :: 0.327 nW
- Cell internal power was estimated by the tool at between 0.00005 and 0.00006 W.
- The net switching power in the latest report is about 0.000035 W.
- The share of total power dissipated in combinational logic is approximately 100%.
- Reg power frac :: 0%
- Maximum ir drop on the vdd rail :: roughly 0.00006 V
- The script computed a power per unit cell area of about 130 mW/mm².
- The script computed the net switching share of total power as approximately 40%.
- Clock power share :: 0%

** Finish
- After the flow finishes, the layout carries non-filler instances totaling roughly 130.
- Number of sequential storage elements :: 0
- Flip-flop and latch area :: 0 µm²
- Relative to the synthesized area, the layout overhead comes to 75.7%.
- Fraction of layout instances using a drive strength above 1 :: between 30% and 40%
- Clock tree buffer count of the final layout :: 0

** Critical path
- Critical Path End Type :: primary output
- Crit Path Max Fanout :: 2
- At the worst endpoint, the required time is about 2600 ps.
- Startpoint types :: input pin
- At the worst endpoint, the arrival time is 2560 ps.
- By startpoint and endpoint, the worst setup path is classified as in -> out.

** STA
- Final period util :: between 90% and 100%
- Number of hold violations in the final report :: 0
- The final timing report counts setup violations totalling 0.
- Maximum achievable frequency :: about 0.31 GHz
- Worst setup margin :: 76.6 ps
- Tightest Pin Transition :: approximately 350 ps
- Pins over their slew limit in the final report were tallied at 0.
- RSZ-0062 raised after global routing :: true
- Summed negative setup slack over all endpoints :: 0 ps
- Final hold analysis gives a worst-case slack of 1830 ps.
- Remaining max-slew budget at the tightest pin :: roughly three quarters
- Subtracting the final worst setup slack from the clock period gives roughly 3200 ps.

** GRT
- Global-route total usage across every layer :: roughly 3.4%
- Largest net degree at the start of global routing :: 12
- The first global-routing pass estimated roughly 1900 µm of wire.
- Per the GRT congestion report, total overflow comes to 0.
- The via count of the first global-routing pass came to around 440.
- The initial antenna violation count was 0.

** Flow run
- # Max-Cap Violations :: 0
- Number of warning messages in the logs :: 34

** Min path
- Hold path startpoint :: A[3]
- In the hold report, the worst path ends at Out[3].
- Class of the most critical hold timing path :: in -> out
- The report gives the cell count of the worst hold path as 3.

** Clock tree
- For this design, the CTS-stage hold fixing added 0 buffers.

** Outcome
- The flow ran to the end, and the final reports show no timing, DRC or antenna violations.
worst max path at each step:
stage         start  endpoint  slack, ps  cells past startpoint
CTS            S[0]    Out[3]         -4                     10
global route   B[0]    Out[3]         -9                     10
finish         B[0]    Out[3]         80                     10
per-layer routing:
| metal | GRT usage, % | up-vias | share of wire, % |
|---|---|---|---|
| li1 | - | 234 | - |
| met1 | 5.26 | 199 | 59 |
| met2 | 4.82 | 15 | 34 |
| met3 | 0.909 | 0 | 6.8 |
| met4 | 0 | 0 | 0 |
| met5 | 0 | - | 0 |
timing repair:
action / in CTS / in global routing
resized: 34 / 6
pin swaps: 7 / 7
buffers inserted: 1 / 0
hold endpoints to repair: 0 / 0
gates cloned: 1 / 0
setup endpoints to repair: 5 / 2
power by group through the flow:
stage | Sequential (W) | Clock (W) | Combinational (W)
CTS | 0 | 0 | 0.0000891
global route | 0 | 0 | 0.000100
finish | 0 | 0 | 0.0000889
cell usage in the layout, fill, tap and decap left out, drive strengths merged:
cell type,synthesis,final
and2,4,4
xnor2,2,2
xor2,1,1
nand3,1,1
a21oi,3,3
clkdlybuf4s15,0,1
o311ai,1,1
fa,3,3
or4,1,1
nor2b,2,2
a31o,1,1
inv,5,5
dlymetal6s2s,0,1
a41oi,1,1
o211ai,1,1
dlygate4sd2,0,4
o211a,1,1
and2b,1,2
buf,2,17
nor2,4,4
o21ai,1,1
clkdlybuf4s50,0,4
nand2,11,11
ha,4,4
mux2i,1,1
a41o,1,1
nor3,1,1
cell type report:
cell class,instances,area (µm²)
fill,395,2750
tap,46,57.6
timing repair buffer,27,228
inverter,5,18.8
multi-input combinational,47,364
cell families (layout without fill, tap and decap cells):
group,count (synthesis),after routing
AOI/OAI and AO/OA,10,10
xor gates and xnor gates,3,3
adders and majority gates,7,7
buffers and inverters,8,32
muxes,1,1
and+or+nand+nor,25,26
synth_stat cells:
| master | n |
|---|---|
| sky130_fd_sc_hd__a21oi_1 | 3 |
| sky130_fd_sc_hd__a31o_2 | 1 |
| sky130_fd_sc_hd__a41o_2 | 1 |
| sky130_fd_sc_hd__a41oi_1 | 1 |
| sky130_fd_sc_hd__and2_1 | 4 |
| sky130_fd_sc_hd__and2b_2 | 1 |
| sky130_fd_sc_hd__buf_2 | 1 |
| sky130_fd_sc_hd__buf_6 | 1 |
| sky130_fd_sc_hd__clkbuf_1 | 1 |
| sky130_fd_sc_hd__fa_1 | 3 |
| sky130_fd_sc_hd__ha_1 | 4 |
| sky130_fd_sc_hd__inv_1 | 5 |
| sky130_fd_sc_hd__mux2i_1 | 1 |
| sky130_fd_sc_hd__nand2_1 | 11 |
| sky130_fd_sc_hd__nand3_1 | 1 |
| sky130_fd_sc_hd__nor2_1 | 4 |
| sky130_fd_sc_hd__nor2b_1 | 2 |
| sky130_fd_sc_hd__nor3_1 | 1 |
| sky130_fd_sc_hd__o211a_1 | 1 |
| sky130_fd_sc_hd__o211ai_1 | 1 |
| sky130_fd_sc_hd__o21ai_0 | 1 |
| sky130_fd_sc_hd__o311ai_0 | 1 |
| sky130_fd_sc_hd__or4_1 | 1 |
| sky130_fd_sc_hd__xnor2_1 | 2 |
| sky130_fd_sc_hd__xor2_1 | 1 |
through the flow:
stage	power, W	utilization (%)	cell area, µm²
6_report	0.0000889	19.6	668
3_3_place_gp	0.0000896	19.0	651
5_1_grt	0.000100	19.6	668
4_1_cts	0.0000891	19.1	653
3_5_place_dp	0.0000904	19.0	651
2_1_floorplan	0.0000391	-	380
worst max-delay path, cell delays in order:
cell                            delay [ps]
sky130_fd_sc_hd__buf_6                  70
sky130_fd_sc_hd__mux2i_1               210
sky130_fd_sc_hd__nor2_2                 70
sky130_fd_sc_hd__fa_2                  380
sky130_fd_sc_hd__inv_2                  60
sky130_fd_sc_hd__fa_2                  180
sky130_fd_sc_hd__inv_2                  30
sky130_fd_sc_hd__fa_1                  430
sky130_fd_sc_hd__a41o_2                240
sky130_fd_sc_hd__dlygate4sd2_1         230
Power figures rest on the tool's default switching activity, not on a simulated workload.
